$ cat design/flow/config.mk
export PLATFORM = sky130hd
export DESIGN_NAME = Reg_E
export DESIGN_NICKNAME = Reg_E
export VERILOG_FILES = /design/flow/design.v
export SDC_FILE = /design/flow/constraint.sdc
export NUM_CORES = 4
export LEC_CHECK = 1
export CORE_AREA = 10 10 171 171
export DIE_AREA = 0 0 181 181
$ cat design/flow/constraint.sdc
current_design Reg_E

set clk_period 1.0
set clk_io_pct 0.2

create_clock -name clk0 -period $clk_period [get_ports {clk}]

set non_clock_inputs [all_inputs -no_clocks]
set_input_delay [expr $clk_period * $clk_io_pct] -clock clk0 $non_clock_inputs
set_output_delay [expr $clk_period * $clk_io_pct] -clock clk0 [all_outputs]
$ cat design/flow/design.v
module Reg_E(
    input jb,
    input clk,
    input stall,
    input rst,
    input [31:0] pc,
    input [31:0] imm_ext,
    input [31:0] operand1,
    input [31:0] operand2,
    output reg [31:0] Pc,
    output reg [31:0] imm_ext_out,
    output reg [31:0] Operand1,
    output reg [31:0] Operand2
);
always @(posedge clk or posedge rst) begin
    if (rst) begin
        Pc <= 32'd0;
        Operand1 <= 32'd0;
        Operand2 <= 32'd0;
        imm_ext_out <= 32'd0;
    end
    else if(stall) begin
            Pc <= pc;
            Operand1 <= 32'd0;
            Operand2 <= 32'd0;
            imm_ext_out <= 32'd0;
    end
    else begin
        Pc <= pc;
        Operand1 <= operand1;
        Operand2 <= operand2;
        imm_ext_out <= imm_ext;
    end
end
endmodule
$ cat design/flow/run.sh
#!/bin/bash
# OpenROAD 26Q1-2900-gdf79404cd8, Yosys 0.63+post, stock flow scripts
make -C /OpenROAD-flow-scripts/flow DESIGN_CONFIG=/design/flow/config.mk WORK_HOME=/design/flow/orfs finish
==> writeup.txt <==
The number of clock buffers added by TritonCTS is 17. The tools report the initial antenna violation count as 1. For the half-perimeter wire length after detailed placement, the log shows 10730 µm.

The CTS log lists the clock sinks for this run as 128. Setup repair after global routing could not meet its margin everywhere. The actual slew at the worst max-slew pin works out to 240.2 ps.

The tools report the type of destination of the critical path as an output port. The first global-routing pass estimated 20290 µm of wire. For the maximum ir drop on the vdd rail, the log shows 0.7720 mV. Per the CTS log, the root buffer master is clkbuf_16.

The run finished, with violations left. For the static leakage, the log shows 0.003281 µW. The boundary pin count is 260.

The signal on the critical path passes through buf_2. The share of the core area taken by cells at floorplan is 15.34%. The run gives 25330 µm² for the core area. For the worst setup path, the data required time is 800 ps. The total overflow left after global routing is 0.

The type of the tightest min-delay check is in -> reg. The residual DRC count came out at 0. Ranking logic cells in the layout by count gives the top entries 129 x clkdlybuf4s50_1, 128 x dfrtp_1, 127 x buf_2, 96 x nor2b_1, 17 x clkbuf_16. Per the detail_route report, the via count comes to 2737. Cells fill 27.29% of the core in the end. Of the cells placed in the final design, the portion with a size suffix greater than 1 is 32.26%. TritonCTS built the clock tree.

The first-pass iteration count of the detailed router is 4, and the tally of max-capacitance violations is 0. Yosys stat counts 235 cells in the synthesized netlist. The worst path needs 1116 ps of the cycle, external delays included. The arrival time of data at the critical path endpoint is 920 ps, and the ratio of final minimum period to clock period is 111.6%. Measured along the x axis, the die boundary spans 181 µm.

With the largest fanout on the critical path at 1, the cell area after synthesis is 3885 µm². The largest net degree at the start of global routing was 44. The setup total negative slack was -8862 ps; the delay of the slowest critical-path stage was 400 ps. The checks that failed: setup timing. For this run, the total global-route usage over all layers was measured as 8.111%. With the weighted congestion at the end of routability-driven global placement at 0.7681, the vertical die dimension is 181 µm. The logic depth of the worst path, buffers included works out to 1. The run gives 6 for the distinct cell type count of the synthesized netlist. In this run the tool buffered the top-level ports with 258 buffer cells. For the yosys warning tally, the log shows 1.

Pins over their slew limit in the final report were tallied at 0. After detailed routing, the total wire length is 13580 µm. Across all stage logs, warnings added up to 29. Fraction of post-synthesis cell area in the top cell type by area: 82.45%. Checking max transition, the worst relative margin is 83.99%.

Hold-check failures listed in the final report amount to 0. After detailed routing, the number of vias per cell comes to 3.194. Per the post-CTS timing run, clock transition at the registers of the reported paths is 60 ps. The count of H-tree levels built during CTS was 4; the floorplan die area was 32760 µm². The worst hold path cell count was 2. Via count of the first global-routing pass: 2972. The relative area change from synthesis to final layout came out at 77.91%. The count of hold-fix buffers inserted at cts came out at 0. The hold slack came out at 60.94 ps.

The most common library cell in the layout ignoring fill and taps is clkdlybuf4s50_1. The post-synthesis sequential area ratio is 82.45%. Counting along the longest clock path gives a buffer depth of 2. The finished layout cell area came out at 6912 µm². In the synthesis report, Yosys lists the chip area as 3885 µm². The run gives 0 as the final antenna diode count. Cell type with the largest total area: dfrtp_1. The cell class contributing the biggest share of worst-path delay is flip-flops. The run gives -116.3 ps for the setup slack of the critical path after layout. Fill cells in the final layout number 2628. The count of mapped cells out of synthesis is 235, and the sum of internal, switching and leakage power is 12680 µW.

The run gives 128 for the final-report setup violation count. For reference, the most critical setup path is categorized as reg -> out. Once synthesis finished, the tally of register bits stood at 128. By area the synthesized netlist is led by dfrtp_1 82%, nor2b_1 15%, buf_6 1.2%. The worst setup path is launched from a register.

With the count of buffer and inverter cells on the critical path at 1, the number of DRC violations after detailed-routing iteration 0 is 48. The flow reported a cell area power density of 1835 nW/µm². The total cell area at the placement stage was 6969 µm². The row count was 58.

Cell at the slowest stage of the critical path: dfrtp_1. In the final routed layout, each cell accounts on average for 15.85 µm. The run gives 16.53 µm² for the average size of a mapped cell.

The run gives 0 as the residual antenna-violating net count after detailed routing. The maximum achievable frequency is 0.8958 GHz.
==> logic make-up after synthesis <==
family	synth area share, %
buffers and inverters	2.093
and+or+nand+nor	15.46
DFF	82.45
==> synthesized netlist by cell type <==
cell	number
buf_6	4
dfrtp_1	128
inv_1	1
buf_2	5
nor2b_1	96
buf_4	1
==> through the flow <==
step / setup WS [ps] / instances
finish: -116.3 / 857
global route: -155.4 / 857
CTS: -146.4 / 857
detailed placement: -37.18 / 825
global placement: -37.19 / 825
floorplan: -781.2 / 235
==> final timing paths <==
| check | startpoint | to |
|---|---|---|
| min in group asynchronous | rst | Operand2[5]$_DFF_PP0_ |
| max | imm_ext_out[1]$_DFF_PP0_ | imm_ext_out[1] |
| min | stall | imm_ext_out[3]$_DFF_PP0_ |
| max in group asynchronous | rst | imm_ext_out[1]$_DFF_PP0_ |
==> final cells by class <==
type / count / area, µm² / area share (%)
sequential: 128 / 3203 / 46.34
timing repair buffer: 270 / 2111 / 30.54
multi-input combinational: 96 / 600.6 / 8.689
clock buffer: 23 / 467.9 / 6.770
tap: 330 / 412.9 / 5.974
clock inverter: 9 / 108.9 / 1.575
inverter: 1 / 7.507 / 0.1086
==> per-layer routing <==
metal / track usage (%) / routed length [µm] / up-vias
met5: 0 / 0 / -
met4: 0.8786 / 142 / 0
met3: 4.075 / 1527 / 9
met2: 13.29 / 6572 / 145
met1: 9.754 / 5341 / 1310
li1: - / - / 1273
==> registers in the layout, summed over array words and instances (netlist names) <==
register / count
Operand1: 32
Pc: 32
imm_ext_out: 32
Operand2: 32
==> power breakdown <==
group / switching (µW) / internal, µW
registers: 56.1 / 5440
logic: 360 / 764
clock network: 2260 / 3800
==> repair_timing <==
action | 4_1_cts | 5_1_grt
resized | 424 | 1
setup buffers | 0 | 0
endpoints found under the setup margin | 128 | 128
Power figures rest on the tool's default switching activity, not on a simulated workload.
