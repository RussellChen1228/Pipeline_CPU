File: ./config.mk
export PLATFORM = sky130hd
export DESIGN_NAME = Mux_t
export DESIGN_NICKNAME = Mux_t
export VERILOG_FILES = /design/flow/design.v
export SDC_FILE = /design/flow/constraint.sdc
export NUM_CORES = 4
export LEC_CHECK = 1
export CORE_AREA = 10 10 88 88
export DIE_AREA = 0 0 98 98
File: ./constraint.sdc
current_design Mux_t

set clk_period 4.3
set clk_io_pct 0.2

create_clock -name clk0 -period $clk_period

set non_clock_inputs [all_inputs -no_clocks]
set_input_delay [expr $clk_period * $clk_io_pct] -clock clk0 $non_clock_inputs
set_output_delay [expr $clk_period * $clk_io_pct] -clock clk0 [all_outputs]
File: ./design.v
module Mux_t (
    input [1:0] sel, 
    input [31:0] in1 ,
    input [31:0] in2, 
    input [31:0] in3, 
    output[31:0] result 
);
assign result = (sel == 2'd0) ? in1 :  
                (sel == 2'd1) ? in2 : in3;
endmodule
File: ./run.sh
#!/bin/bash
# OpenROAD 26Q1-2900-gdf79404cd8, Yosys 0.63+post, stock flow scripts
make -C /OpenROAD-flow-scripts/flow DESIGN_CONFIG=/design/flow/config.mk WORK_HOME=/design/flow/orfs finish
==> results.sh <==
# physical design summary
export IMPL_run_status="completed"
export IMPL_drc=0
export IMPL_crit_slowest_cell="buf_2"
export IMPL_initial_core_util_pct=12.1
export IMPL_io_pins=130
export IMPL_vdd_drop_max_uv=35.3
export IMPL_ys_chip_area_sq_um=714
export IMPL_ant_nets=0
export IMPL_cp_end_kind="primary output"
export IMPL_portBuffers=130
export IMPL_layout_setup_ws_ns=1.06
export IMPL_cts_resized=0
export IMPL_drt_pass1_iter_count=3
export IMPL_p_leak_uw=0.000826
export IMPL_critPathLaunchType="input pin"
export IMPL_maxCapViolCount=0
export IMPL_finalSetupViolCount=0
export IMPL_slew_headroom_pct=59.3
export IMPL_synth_area_per_cell_sq_um=6.68
export IMPL_worst_path_max_fanout=37
export IMPL_layout_top_cells="clkdlybuf4s50_1, mux2i_1, nand2_1"
export IMPL_drt_vias_per_instance=3.83
export IMPL_dpl_hpwl_mm=3.79
export IMPL_cts_setup_buffers=0
export IMPL_final_util_pct=34.0
export IMPL_num_antenna_cells=0
export IMPL_routed_wl_mm=4.23
export IMPL_critPathBufInv=3
export IMPL_cpPeakStageDelay_ns=0.48
export IMPL_crit_start="sel[1]"
export IMPL_hold_buffers=0
export IMPL_dp_slack_ns=1.02
export IMPL_drive_gt1_share_pct=3.06
export IMPL_design_seq_count=0
export IMPL_rows=28
export IMPL_drv_slew=0
export IMPL_ys_seq_share_pct=0
export IMPL_grt_ovfl_total=0
export IMPL_hp_class="input pin to primary output"
export IMPL_yosys_warnings=0
export IMPL_clockBufferCount=0
export IMPL_antenna_found_initial=0
export IMPL_period_needed_ns=3.24
export IMPL_routedWlPerCell_um=13.9
export IMPL_grt_pass1_wl_mm=6.47
export IMPL_setup_tns_ns=0
export IMPL_rsz0062_at_grt="false"
export IMPL_grt_pass1_vias=1199
export IMPL_fillers=656
export IMPL_grt_total_usage_pct=8.00
export IMPL_hold_viol=0
export IMPL_fp_dieH_um=98
export IMPL_finalCritPeriodShare_pct=75.3
export IMPL_ys_cells=107
export IMPL_area_growth_pct=182
export IMPL_grt_max_degree=38
export IMPL_die_area_sq_um=9600
export IMPL_min_delay_start="sel[1]"
export IMPL_core_sq_um=5920
export IMPL_tightest_slew_ns=0.611
export IMPL_drt_initial_drc_count=20
export IMPL_die_w_um=98
export IMPL_power_density_nw_per_um2=94.5
export IMPL_critPathArrivalTime_ns=2.38
export IMPL_synthCells=107
export IMPL_critPathTopFamily="buffers and inverters"
export IMPL_warning_count=32
export IMPL_gp_congestion=0.773
export IMPL_max_freq_mhz=309
export IMPL_required_ns=3.44
export IMPL_mappedNetlistArea_sq_um=714
export IMPL_path_cells="buf_2, buf_4, nand2_1, o21ai_1, clkdlybuf4s50_1"
export IMPL_ff_latch_area_sq_um=0
export IMPL_lay_top_count="clkdlybuf4s50_1"
export IMPL_yosysUniqueCellTypes=8
export IMPL_worstSetupPathType="input pin to primary output"
export IMPL_vias=1165
cell usage after synthesis:
master,count,share of area [%]
buf_2,7,4.9
o21ai_1,28,20
buf_6,1,1.6
nand2_1,32,17
buf_12,3,8.4
o21ai_2,2,2.5
o21ai_0,2,1.4
mux2i_1,32,45
worst min-delay path: cells and delay by family:
family          cells  cell delay, ns
compound gates      1            0.06
buf+inv             2            0.71
simple gates        1            0.12
report_power, final:
group / internal, uW / total (uW) / switching, uW / leakage, uW
logic: 143 / 190 / 47.7 / 0.000826
registers: 0 / 0 / 0 / 0
clock network: 0 / 0 / 0 / 0
kinds of logic after synthesis:
group                  Yosys count  synth area share (%)
buffers and inverters           11                  14.9
muxes                           32                  44.8
and+or+nand+nor                 32                  16.8
AOI/OAI and AO/OA               32                  23.5
final timing paths:
check          to  slack [ns]  cells after the start
max    result[11]        1.06                      5
min     result[4]        2.60                      4
cell type report:
class                      count  area (sq um)  area share (%)
timing repair buffer         133          1310            65.2
tap                           75          93.8            4.66
multi-input combinational     96           608            30.2
per-stage QoR:
step | total power, uW | std cells | hold slack, ns | cell area [sq um]
CTS | 194 | 304 | 2.62 | 2020
detailed placement | 194 | 304 | 2.62 | 2020
global placement | 193 | 304 | 2.61 | 2020
global route | 209 | 304 | 2.66 | 2020
floorplan | 53.9 | 107 | 1.78 | 714
finish | 190 | 304 | 2.60 | 2020
metal layers:
layer / GRT usage (%) / up-vias / wire length (um)
met5: 0 / - / 0
met4: 0 / 0 / 0
met3: 4.27 / 0 / 585
met2: 12.7 / 79 / 1790
met1: 9.99 / 465 / 1850
li1: - / 621 / -
No activity file was given, so power comes from the tool's default toggle rates.
